==> design/flow/config.mk <==
export PLATFORM = sky130hd
export DESIGN_NAME = FIFO_Async
export DESIGN_NICKNAME = FIFO_Async
export VERILOG_FILES = /design/flow/design.v
export SDC_FILE = /design/flow/constraint.sdc
export NUM_CORES = 4
export LEC_CHECK = 1
export CORE_UTILIZATION = 40
==> design/flow/constraint.sdc <==
current_design FIFO_Async

set clk_period 3.6
set clk_io_pct 0.2

create_clock -name clk0 -period $clk_period [get_ports {i_RD_clk}]
create_clock -name clk1 -period $clk_period [get_ports {i_WR_clk}]

set non_clock_inputs [all_inputs -no_clocks]
set_input_delay [expr $clk_period * $clk_io_pct] -clock clk0 $non_clock_inputs
set_output_delay [expr $clk_period * $clk_io_pct] -clock clk0 [all_outputs]
==> design/flow/design.v <==
module FIFO_Async
	#(
	parameter WIDTH = 8,
	parameter DEPTH = 4
	)
	(
	output [WIDTH-1:0] o_RD_Data,
	output o_Full,
	output o_Empty,
	input [WIDTH-1:0] i_WR_Data,
	input i_WR_En, i_WR_clk, i_WR_rst_n,
	input i_RD_En, i_RD_clk, i_RD_rst_n
	);
	wire [DEPTH:0] w_WR_Ptr, w_Sync_WR_Ptr;
	wire [DEPTH:0] w_RD_Ptr, w_Sync_RD_Ptr;
	wire [DEPTH-1:0] w_WR_Addr, w_RD_Addr; 
	Sync_R2W 
	Sync_R2W_Inst 
	(
	.i_WR_clk(i_WR_clk), 
	.i_WR_rst_n(i_WR_rst_n),
	.i_RD_Ptr(w_RD_Ptr),
	.o_Sync_RD_Ptr(w_Sync_RD_Ptr));
	Sync_W2R 
	Sync_W2R_Inst 
	(
	.i_RD_clk(i_RD_clk), 
	.i_RD_rst_n(i_RD_rst_n),
	.i_WR_Ptr(w_WR_Ptr),
	.o_Sync_WR_Ptr(w_Sync_WR_Ptr));
	FIFO_RAM
	#(.WIDTH(WIDTH),
	.DEPTH(DEPTH)) FIFO_RAM_Inst
	(
	.i_WR_clk(i_WR_clk),
	.i_WR_En(i_WR_En),
	.i_Full(o_Full),
	.i_WR_Addr(w_WR_Addr), 
	.i_RD_Addr(w_RD_Addr),
	.i_WR_Data(i_WR_Data),
	.o_RD_Data(o_RD_Data)   
	);
	RD_Ptr_Empty 
	#(.DEPTH(DEPTH)) RD_Ptr_Empty_Inst
	(
	.i_RD_clk(i_RD_clk), 
	.i_RD_rst_n(i_RD_rst_n),
	.i_RD_En(i_RD_En), 
	.i_Sync_WR_Ptr(w_Sync_WR_Ptr),
	.o_RD_Ptr(w_RD_Ptr),
	.o_RD_Addr(w_RD_Addr),
	.o_Empty(o_Empty)
	);	
	WR_Ptr_Full 
	#(.DEPTH(DEPTH)) WR_Ptr_Full_Inst
	(
	.i_WR_clk(i_WR_clk), 
	.i_WR_rst_n(i_WR_rst_n),
	.i_WR_En(i_WR_En),
	.i_Sync_RD_Ptr(w_Sync_RD_Ptr),
	.o_WR_Ptr(w_WR_Ptr),
	.o_WR_Addr(w_WR_Addr),
	.o_Full(o_Full)
	);
endmodule
module FIFO_RAM
	#(
	parameter WIDTH = 8,
	parameter DEPTH = 4
	)
	(
	input i_WR_clk,
	input i_WR_En,
	input i_Full,
	input [DEPTH-1:0] i_WR_Addr, i_RD_Addr,
	input [WIDTH-1:0] i_WR_Data,
	output [WIDTH-1:0] o_RD_Data   
	);
  	reg [WIDTH-1:0] r_Mem[2**DEPTH-1:0];
	always @ (posedge i_WR_clk)
	begin
		if (i_WR_En && ~ i_Full)
		begin
			r_Mem[i_WR_Addr] <= i_WR_Data;
    	end
	end	
	assign o_RD_Data = r_Mem[i_RD_Addr];
endmodule
module RD_Ptr_Empty
	#(parameter DEPTH = 8)
	(
	input i_RD_clk, i_RD_rst_n,
	input i_RD_En,
	input [DEPTH:0] i_Sync_WR_Ptr,
	output reg [DEPTH:0] o_RD_Ptr,
	output [DEPTH-1:0] o_RD_Addr,
	output reg o_Empty
	);
	reg [DEPTH:0] r_RD_Bin_Count;
	wire [DEPTH:0] w_RD_Bin_Next;
	wire [DEPTH:0] w_RD_Grey_Next;
	always @(posedge i_RD_clk or negedge i_RD_rst_n)
	begin
		if (!i_RD_rst_n)
		begin
			o_RD_Ptr <= 0;
			r_RD_Bin_Count <= 0;
		end
		else
		begin
			o_RD_Ptr <= w_RD_Grey_Next;
			r_RD_Bin_Count <= w_RD_Bin_Next;
		end
	end
	assign o_RD_Addr = r_RD_Bin_Count[DEPTH-1:0];
	assign w_RD_Bin_Next = r_RD_Bin_Count + (i_RD_En & ~o_Empty);
	assign w_RD_Grey_Next = (w_RD_Bin_Next>>1) ^ w_RD_Bin_Next;			 
 	always @(posedge i_RD_clk or negedge i_RD_rst_n)
	begin
		if (!i_RD_rst_n)
			o_Empty <= 1'b1;
		else
			o_Empty <= (w_RD_Grey_Next == i_Sync_WR_Ptr);
	end	
endmodule
module Sync_R2W
	#(parameter WIDTH = 8)
	(
	input i_WR_clk, i_WR_rst_n,
	input [WIDTH:0] i_RD_Ptr,
	output reg [WIDTH:0] o_Sync_RD_Ptr
	);
	reg [WIDTH:0] r_RD_Ptr;
	always @(posedge i_WR_clk or negedge i_WR_rst_n)
	begin
		if (!i_WR_rst_n)
		begin
			o_Sync_RD_Ptr <= 1'b0;
			r_RD_Ptr <= 1'b0;
		end
		else
		begin
			o_Sync_RD_Ptr <= r_RD_Ptr;
			r_RD_Ptr <= i_RD_Ptr;
		end 	
	end
endmodule
module Sync_W2R
	#(parameter WIDTH = 8)
	(
	input i_RD_clk, i_RD_rst_n,
	input [WIDTH:0] i_WR_Ptr,
	output reg [WIDTH:0] o_Sync_WR_Ptr
	);
	reg [WIDTH:0] r_WR_Ptr;
	always @(posedge i_RD_clk or negedge i_RD_rst_n)
	begin
		if (!i_RD_rst_n)
		begin
			o_Sync_WR_Ptr <= 1'b0;
			r_WR_Ptr <= 1'b0;
		end
		else
		begin
			o_Sync_WR_Ptr <= r_WR_Ptr;
			r_WR_Ptr <= i_WR_Ptr;
		end 	
	end
endmodule
module WR_Ptr_Full
	#(parameter DEPTH = 4)
	(
	input i_WR_clk, i_WR_rst_n,
	input i_WR_En,
	input [DEPTH:0] i_Sync_RD_Ptr,
	output reg [DEPTH:0] o_WR_Ptr,
	output [DEPTH-1:0] o_WR_Addr,
	output reg o_Full
	);
	reg [DEPTH:0] r_WR_Bin_Count;
	wire [DEPTH:0] w_WR_Bin_Next;
	wire [DEPTH:0] w_WR_Grey_Next;
	always @(posedge i_WR_clk or negedge i_WR_rst_n)
	begin
		if (!i_WR_rst_n)
		begin
			o_WR_Ptr <= 0;
			r_WR_Bin_Count <= 0;
		end
		else
		begin
			o_WR_Ptr <= w_WR_Grey_Next;
			r_WR_Bin_Count <= w_WR_Bin_Next;
		end
	end
	assign o_WR_Addr = r_WR_Bin_Count[DEPTH-1:0];
	assign w_WR_Bin_Next = r_WR_Bin_Count + (i_WR_En & ~o_Full);
	assign w_WR_Grey_Next = (w_WR_Bin_Next>>1) ^ w_WR_Bin_Next;			 
 	always @(posedge i_WR_clk or negedge i_WR_rst_n)
	begin
		if (!i_WR_rst_n)
			o_Full <= 1'b0;
		else
			o_Full <= (w_WR_Grey_Next == {~i_Sync_RD_Ptr[DEPTH:DEPTH-1], i_Sync_RD_Ptr[DEPTH-2:0]});
	end	
endmodule
==> design/flow/run.sh <==
#!/bin/bash
# OpenROAD 26Q1-2900-gdf79404cd8, Yosys 0.63+post, stock flow scripts
make -C /OpenROAD-flow-scripts/flow DESIGN_CONFIG=/design/flow/config.mk WORK_HOME=/design/flow/orfs finish
==> results.yml <==
# generated from flow reports
worst_setup_path:
  arrival_ns: 2.36
  r2r_cells: 8
  r2r_setup_slack_ns: 1.37
  path_class: "reg2out"
  crit_required_ns: 2.88
  r2r_start: "WR_Ptr_Full_Inst.o_Full"
  critPathCaptureType: "output pin"
  worst_r2r_endpoint: "WR_Ptr_Full_Inst.o_Full"
  worst-path-max-fanout: 19
  cp-start-kind: "register"
die:
  core_area_um2: 15400
  row_count: 45
  die_h_um: 128
  die_area_um2: 16400
  die_w_um: 128
  ioPinCount: 24
  initial_core_util: 0.413
grt:
  grt_usage: 0.163
  grt_pass1_vias: 3263
  antenna_found_initial: 0
  overflow: 0
  grt_max_degree: 33
  grt_pass1_wl_um: 17700
synth:
  ys_ff: 168
  synth_area_per_cell_um2: 20.0
  netlist_area_um2: 6350
  async_flop_share: 0.238
  ys_types: 27
  synth-area-yosys_um2: 6350
  ys_seq_share: 0.763
  edf_count: 128
  synth-main-ff-cell: "edfxtp_1"
  ys_warn_count: 9
  ys_cells: 318
  synthCells: 318
sta:
  worst_slack_ns: 0.516
  worst_pin_slew_ns: 0.887
  relSlewSlack: 0.407
  drv_slew: 0
  finalSetupViolations: 0
  rsz0062_at_grt: "false"
  skew_ns: 0.00562
  hold_viol_final: 0
  final.setup.tns_ns: 0
placement:
  post-place-cells: 555
  dp_hpwl_um: 7140
  place.gp.congestion: 0.788
  place_area_um2: 6920
  io_buffers: 22
  dp_worst_setup_slack_ns: 0.621
outcome:
  outcome: "completed"
detailed_routing:
  via_per_inst: 5.03
  drt_iter0_drc: 183
  first_pass_iters: 4
  routedWlPerCell_um: 19.3
  num_vias: 2974
  ant_nets: 0
  antenna_cells: 0
  drt_wl_total_um: 11400
  drc: 0
cells_and_area:
  design_area_um2: 7600
  layout-drive-gt1-share: 0.229
  final-instance-count-excl-fill: 591
  area_delta_synth_final_pct: 19.6
  mostFrequentLayoutCell: "edfxtp_1"
  most-common-layout-cells: "128 x edfxtp_1, 38 x dfrtp_1, 32 x mux4_2"
cts:
  cts_setup_buffers: 0
  path_clk_slew_ns: 0.05
  cts_tree: "built"
  post_cts_resized: 0
  clkSinkCount: 168
  cts_hold_buffers: 0
power_and_ir_drop:
  peakVddDrop_mv: 0.552
  cellPowerDensity_nw_per_um2: 861
  p_total_mw: 6.54
  p_leak_nw: 2.66
job:
  warnings: 26
  drv_cap: 0
worst_hold_path:
  min_from: "RD_Ptr_Empty_Inst.o_RD_Ptr[3]"
  hold_depth: 0
  min_to: "Sync_R2W_Inst.r_RD_Ptr[3]"
  hold_class: "reg2reg"
-- worst max-delay path by stage --
stage	from	to	slack, ns
CTS	RD_Ptr_Empty_Inst.r_RD_Bin_Count[0]	o_RD_Data[2]	0.46
global route	RD_Ptr_Empty_Inst.r_RD_Bin_Count[0]	o_RD_Data[2]	0.33
finish	RD_Ptr_Empty_Inst.r_RD_Bin_Count[0]	o_RD_Data[2]	0.52
-- stage by stage --
step / hold slack, ns / utilization
after floorplan: 0.331 / -
after global placement: 0.333 / 0.450
after detailed placement: 0.336 / 0.450
after CTS: 0.173 / 0.494
after global routing: 0.181 / 0.494
final: 0.184 / 0.494
-- cells by family after synthesis --
group	Yosys count	synth area share
fa+ha+maj	4	0.00788
flops	168	0.763
buf+inv	19	0.0144
simple gates	51	0.0380
mux	32	0.113
xor+xnor	24	0.0374
compound gates	20	0.0260
-- sequential cells by signal, indices dropped and copies added, names as in the netlist --
register and flops:
Sync_R2W_Inst.r_RD_Ptr 5, FIFO_RAM_Inst.r_Mem 128, WR_Ptr_Full_Inst.o_WR_Ptr 5, RD_Ptr_Empty_Inst.o_Empty 1, Sync_R2W_Inst.o_Sync_RD_Ptr 5, RD_Ptr_Empty_Inst.r_RD_Bin_Count 4
Sync_W2R_Inst.r_WR_Ptr 5, WR_Ptr_Full_Inst.o_Full 1, RD_Ptr_Empty_Inst.o_RD_Ptr 5, WR_Ptr_Full_Inst.r_WR_Bin_Count 4, Sync_W2R_Inst.o_Sync_WR_Ptr 5
-- worst max-delay path, stage by stage (launching register included) --
cell and delay [ns]:
dfrtp_2 0.56, buf_12 0.25, mux4_2 0.53, a22oi_1 0.27
nand2_1 0.08, clkdlybuf4s50_1 0.41
-- Yosys cell counts (5+ instances only) --
library cell | number | share of area
a22oi_1 | 16 | 0.019
buf_2 | 6 | 0.0047
dfrtp_1 | 39 | 0.15
edfxtp_1 | 128 | 0.61
mux4_2 | 32 | 0.11
nand2_1 | 11 | 0.0065
nand3_1 | 7 | 0.0055
nor2_1 | 15 | 0.0089
or3_1 | 5 | 0.0049
xnor2_1 | 6 | 0.0083
xor2_1 | 16 | 0.022
-- power by group --
part | internal (mW) | leakage (nW) | switching [mW] | total [mW]
logic | 0.949 | 0.704 | 0.908 | 1.86
clock network | 1.26 | 0.327 | 0.721 | 1.98
registers | 2.49 | 1.63 | 0.212 | 2.70
total | 4.70 | 2.66 | 1.84 | 6.54
-- per-layer routing --
layer / up-vias / share of wire / GRT usage
li1: 1341 / - / -
met1: 1494 / 0.40 / 0.223
met2: 118 / 0.49 / 0.249
met3: 21 / 0.099 / 0.0944
met4: 0 / 0.015 / 0.0215
met5: - / 0 / 0
-- cell type report --
type / instances / area (um^2)
clock buffers: 24 / 526
repair buffers: 41 / 375
well taps: 211 / 264
clock inverters: 12 / 154
multi-input cells: 131 / 1420
fillers: 1217 / 7770
inverters: 4 / 15.0
flip-flops and latches: 168 / 4850
Power figures rest on the tool's default switching activity, not on a simulated workload.
